==> ./design.v <==
module simpleuart (
	input clk,
	input resetn,
	output ser_tx,
	input  ser_rx,
	input   [3:0] reg_div_we,
	input  [31:0] reg_div_di,
	output [31:0] reg_div_do,
	input         reg_dat_we,
	input         reg_dat_re,
	input  [31:0] reg_dat_di,
	output [31:0] reg_dat_do,
	output        reg_dat_wait
);
	reg [31:0] cfg_divider;
	reg [3:0] recv_state;
	reg [31:0] recv_divcnt;
	reg [7:0] recv_pattern;
	reg [7:0] recv_buf_data;
	reg recv_buf_valid;
	reg [9:0] send_pattern;
	reg [3:0] send_bitcnt;
	reg [31:0] send_divcnt;
	reg send_dummy;
	assign reg_div_do = cfg_divider;
	assign reg_dat_wait = reg_dat_we && (send_bitcnt || send_dummy);
	assign reg_dat_do = recv_buf_valid ? recv_buf_data : ~0;
	always @(posedge clk) begin
		if (!resetn) begin
			cfg_divider <= 1;
		end else begin
			if (reg_div_we[0]) cfg_divider[ 7: 0] <= reg_div_di[ 7: 0];
			if (reg_div_we[1]) cfg_divider[15: 8] <= reg_div_di[15: 8];
			if (reg_div_we[2]) cfg_divider[23:16] <= reg_div_di[23:16];
			if (reg_div_we[3]) cfg_divider[31:24] <= reg_div_di[31:24];
		end
	end
	always @(posedge clk) begin
		if (!resetn) begin
			recv_state <= 0;
			recv_divcnt <= 0;
			recv_pattern <= 0;
			recv_buf_data <= 0;
			recv_buf_valid <= 0;
		end else begin
			recv_divcnt <= recv_divcnt + 1;
			if (reg_dat_re)
				recv_buf_valid <= 0;
			case (recv_state)
				0: begin
					if (!ser_rx)
						recv_state <= 1;
					recv_divcnt <= 0;
				end
				1: begin
					if (2*recv_divcnt > cfg_divider) begin
						recv_state <= 2;
						recv_divcnt <= 0;
					end
				end
				10: begin
					if (recv_divcnt > cfg_divider) begin
						recv_buf_data <= recv_pattern;
						recv_buf_valid <= 1;
						recv_state <= 0;
					end
				end
				default: begin
					if (recv_divcnt > cfg_divider) begin
						recv_pattern <= {ser_rx, recv_pattern[7:1]};
						recv_state <= recv_state + 1;
						recv_divcnt <= 0;
					end
				end
			endcase
		end
	end
	assign ser_tx = send_pattern[0];
	always @(posedge clk) begin
		if (reg_div_we)
			send_dummy <= 1;
		send_divcnt <= send_divcnt + 1;
		if (!resetn) begin
			send_pattern <= ~0;
			send_bitcnt <= 0;
			send_divcnt <= 0;
			send_dummy <= 1;
		end else begin
			if (send_dummy && !send_bitcnt) begin
				send_pattern <= ~0;
				send_bitcnt <= 15;
				send_divcnt <= 0;
				send_dummy <= 0;
			end else
			if (reg_dat_we && !send_bitcnt) begin
				send_pattern <= {1'b1, reg_dat_di[7:0], 1'b0};
				send_bitcnt <= 10;
				send_divcnt <= 0;
			end else
			if (send_divcnt > cfg_divider && send_bitcnt) begin
				send_pattern <= {1'b1, send_pattern[9:1]};
				send_bitcnt <= send_bitcnt - 1;
				send_divcnt <= 0;
			end
		end
	end
endmodule
==> ./run.sh <==
#!/bin/bash
# OpenROAD 26Q1-2900-gdf79404cd8, Yosys 0.63+post, stock flow scripts
make -C /OpenROAD-flow-scripts/flow DESIGN_CONFIG=/design/flow/config.mk WORK_HOME=/design/flow/orfs finish
==> ./config.mk <==
export PLATFORM = sky130hd
export DESIGN_NAME = simpleuart
export DESIGN_NICKNAME = simpleuart
export VERILOG_FILES = /design/flow/design.v
export SDC_FILE = /design/flow/constraint.sdc
export NUM_CORES = 4
export LEC_CHECK = 1
export CORE_UTILIZATION = 50
==> ./constraint.sdc <==
current_design simpleuart

set clk_period 7.2
set clk_io_pct 0.2

create_clock -name clk0 -period $clk_period [get_ports {clk}]

set non_clock_inputs [all_inputs -no_clocks]
set_input_delay [expr $clk_period * $clk_io_pct] -clock clk0 $non_clock_inputs
set_output_delay [expr $clk_period * $clk_io_pct] -clock clk0 [all_outputs]
==> changes_impl.md <==
### Physical design

- Outcome: complete, no violations
- Cell area leaders: dfxtp_1 (33%), ha_1 (16%), mux2i_1 (6.3%), nor2_1 (4.5%), nor3_1 (4.0%)
- Flop area: ~0.0026 mm²
- VDD IR max: approximately 0.24 mV
- Num ports: 139
- Worst Path Arrival: approximately 2.6 ns
- Grt ovf: 0
- H-tree depth: 4
- Final ANT Viol Nets: 0
- Cell taking the most area after synthesis: dfxtp_1
- CTS Buf Count: 17
- Critical path data required time: approximately 5.8 ns
- All-Layer GR Usage: 23.3%
- Vias in the first global route: just over 6000
- R2R setup slack: roughly 3.8 ns
- Final setup viols: 0
- Asr flop ratio synth: 0%
- HP Start: send_pattern[1]$_SDFFE_PP1P_
- Wire length per cell after detailed routing: 14.7 µm
- RSZ-0062 raised after global routing: no
- First-pass GRT wire length: 29800 µm
- OpenROAD warnings: between 50 and 60
- # Post-CTS Setup Buffers: 0
- YS warnings: 1
- Share of layout cells above drive strength 1: 5.72%
- Hold Fails Final Rpt: 0
- Cell count after synthesis: 912
- Vias: 6581
- Initial drt markers: 330
- Fill cells: 1242
- Total power divided by cell area: 222 mW/mm²
- Distinct lib cells: 54
- Hold Path Class: flop to flop
- Crit Path Category: input pin to output port
- Max Transition Viols Final: 0
- CP endpoint: reg_dat_wait
- CTS resizes: 0
- Core Area: approximately 0.015 mm²
- Synth Area per Inst: between 8 and 9 µm²
- Leakage: 4.04 nW
- Worst-Skew Late Latency: 0.41 ns
- Hold Worst Slack: roughly 0.45 ns
- CTS clk-pin slew, worst paths: approximately 0.050 ns
- Cell count of the worst reg-to-reg path: 11
- Largest net degree at the start of global routing: 33
- Antenna violations before repair: 0
- Total routed wirelength: 18000 µm
- Clk root buf: clkbuf_16
- Clock skew: 0.00750 ns
- Area occupied by multi-input gates: ~0.0048 mm²
- CTS sink count: between 100 and 150
- Area delta synth->final: 21.7%
- Final worst path period share: 56.0%
- FP Rows: between 40 and 50
- #FFs+latches synth: 131
- Top cells by count, synth: dfxtp_1 (131), ha_1 (102), nor2_1 (94)
- Synthesized area: 0.00791 mm²
- Vias per cell: 5.37
- Crit path from: reg_dat_we
- Top-count cell post-synth: dfxtp_1
- Critical R2R Launch: cfg_divider[23]$_SDFFE_PN0P_
- Yosys cell count: 912
- GPL Wtd Cong: 0.951
- Die area: 0.0163 mm²
- ANT cells: 0
- Buffers on Ports: about 110
- Drt pass-1 iters: 4
- Die W: between 100 and 150 µm
- CTS Buffer Depth: 2
- FF-to-FF End: send_divcnt[9]$_SDFF_PP0_
- Detailed Place HPWL: 13500 µm
- Fmax: roughly 250 MHz
- Fp_density: between 50% and 60%
- Die H: around 130 µm
- Worst-path fanout max: 3
- CP Launch Type: input pin
- EDFF count, synth: 0
- Register area share after synthesis: 33.1%
- Worst Setup End Kind: output port
- Max-cap violations: 0
- Yosys stat chip area: 0.00791 mm²
- Crit path time final: a little over 4 ns
- Worst Tran Pin Value: just over 0.7 ns
- DRC violations left: 0
- Final design utilization: 62.9%
- Post-synth top flop: dfxtp_1
- Max-area cell share: 33.1%
- TritonCTS clock tree: built
- Hold buffers post-CTS: 0
- Slew headroom: 51.9%
- Total negative setup slack: 0 ns
==> worst min-delay path by stage <==
stage / end / slack, ns / cells past startpoint
finish: send_pattern[0]$_SDFFE_PP1P_ / 0.45 / 1
CTS: send_pattern[0]$_SDFFE_PP1P_ / 0.46 / 1
global route: send_pattern[0]$_SDFFE_PP1P_ / 0.48 / 1
==> sequential cells by signal, summed over array words and instances (netlist names), 4 cells and up <==
| signal | flops |
|---|---|
| send_bitcnt | 4 |
| cfg_divider | 32 |
| recv_divcnt | 32 |
| send_pattern | 9 |
| recv_pattern | 8 |
| send_divcnt | 32 |
| recv_buf_data | 8 |
| recv_state | 4 |
==> power breakdown <==
group	switching (mW)	internal, mW
logic	0.313	0.207
registers	0.0467	0.775
clock network	0.320	0.482
==> layout by cell type, fill, tap and decap left out, drive strengths merged, types with 3 or more instances in the layout <==
cell type        n
ha             102
buf             11
and2             5
o211a            4
nor2b            4
nand4           27
and4             9
a211oi           8
clkinvlp         3
dfxtp          131
nor4             5
a31oi            6
a21oi           40
xnor2           26
inv             51
a21o             6
and3            15
clkinv           9
nor3            64
a21boi           3
nand2b          16
or3              3
o21ai           27
xor2            34
or4              3
nor2           104
mux2i           50
nand2           53
a221oi           4
clkdlybuf4s50  114
nand3           31
clkbuf          19
nor3b            7
==> through the flow <==
step	power, mW	worst slack, ns	instance area, µm²	cells
floorplan	1.20	4.23	7910	912
global placement	1.33	3.03	9070	1193
detailed placement	1.35	2.98	9070	1193
CTS	2.16	3.17	9630	1225
global route	2.27	3.14	9630	1225
finish	2.14	3.17	9630	1225
==> metal layers <==
metal	routed length, µm	track usage [%]
met5	0	0
met4	245	2.91
met3	789	3.70
met2	7850	35.7
met1	9150	36.5
==> critical path, cell delays in order <==
cell and delay, ns:
clkdlybuf4s50_1 0.49, a21boi_0 0.18, clkdlybuf4s50_1 0.48
==> logic make-up (layout without fill, tap and decap cells) <==
group / after synthesis / count (layout) / share of synthesized area, %
AOI/OAI and AO/OA: 114 / 114 / 9.14
buffers and inverters: 106 / 208 / 6.59
xor gates and xnor gates: 60 / 60 / 6.64
muxes: 50 / 50 / 6.32
DFF: 131 / 131 / 33.1
adders and majority gates: 102 / 102 / 16.1
and+or+nand+nor: 349 / 349 / 22.0
==> area by class of cell <==
class,instances,share of cell area [%]
clock inverters,13,1.17
inverters,51,1.99
multi-input cells,675,49.6
repair buffers,125,12.7
flip-flops and latches,131,27.2
clock buffers,19,4.60
well taps,211,2.74
Power is estimated from default activity; no workload was simulated.
